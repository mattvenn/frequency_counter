==> design/flow/design.v <==
`default_nettype none
module multiplier (
    input wire clk,
    input [7:0] a,
    input [7:0] b,
    output reg [7:0] c
);
    always @(posedge clk)
        c <= a * b;
endmodule
==> design/flow/run.sh <==
#!/bin/bash
# OpenROAD 26Q1-2900-gdf79404cd8, Yosys 0.63+post, stock flow scripts
make -C /OpenROAD-flow-scripts/flow DESIGN_CONFIG=/design/flow/config.mk WORK_HOME=/design/flow/orfs finish
==> design/flow/config.mk <==
export PLATFORM = sky130hd
export DESIGN_NAME = multiplier
export DESIGN_NICKNAME = multiplier
export VERILOG_FILES = /design/flow/design.v
export SDC_FILE = /design/flow/constraint.sdc
export NUM_CORES = 4
export LEC_CHECK = 1
export CORE_AREA = 10 10 90 90
export DIE_AREA = 0 0 100 100
==> design/flow/constraint.sdc <==
current_design multiplier

set clk_period 3.0
set clk_io_pct 0.2

create_clock -name clk0 -period $clk_period [get_ports {clk}]

set non_clock_inputs [all_inputs -no_clocks]
set_input_delay [expr $clk_period * $clk_io_pct] -clock clk0 $non_clock_inputs
set_output_delay [expr $clk_period * $clk_io_pct] -clock clk0 [all_outputs]
==> Changelog: implementation <==
### Physical design

* Worst path slowest cell: fa_1
* Synth warnings at 1
* Max Fanout on Critical Path at 3
* Final hold violation count at 0
* FF/Latch Area at 160 sq um
* Largest regs: c x8
* Post-Route WL at 2.52 mm
* Final setup fails at 2
* Largest delay contributor family on the critical path: adder cells
* Post-synth area hogs: fa_1 23%, ha_1 19%, dfxtp_1 15%
* VDD IR-drop max at 0.201 mV
* PwrDens at 468 nW/um^2
* Share of layout cells above drive strength 1 at 0.465
* CP Buf/Inv Count at 3
* Violated checks: setup timing
* First-pass GRT wire length at 4.14 mm
* Chip area at 10000 sq um
* Fillers at 641
* Setup WS post-layout at -367 ps
* GPL Wtd Cong at 0.829
* Inserted Clock Buffers at 3
* DR iter-0 viols at 19
* Vias in the first global route at 904
* Switching part of the total at 0.307
* Synth Flop Type: dfxtp_1
* Pre-CTS setup slack at -1140 ps
* Post-synth top cells: 20 x inv_1, 17 x nand2_1, 16 x ha_1
* Largest net degree at the start of global routing at 7
* LEAKAGE at 0.800 nW
* Vias per Instance at 3.53
* Slew Limit Fails at 0
* Yosys Instances at 110
* Clock-pin slew on the worst setup and hold paths at 40 ps
* Crit. End Element: flop
* Core Util at FP at 0.167
* Slowest stage delay, CP at 510 ps
* Root Driver: clkbuf_8
* Mean post-synth cell area at 9.51 sq um
* Clock tree sinks at 8
* Most used cell, CP: fa_1
* Num rows at 29
* DP HPWL at 2.12 mm
* Gr ovfl total at 0
* Global Route Usage Sum at 0.0513
* CTS HTree Levels at 1
* Cycle use final at 1.12
* Count leader, synth: inv_1
* Seq pwr share at 0.192
* Clk network pwr share at 0.155
* Tool Warnings at 28
* Worst EP required at 3100 ps
* Vias post-DR at 820
* Synthesis-to-finish area growth at 67.3%
* # port buffers at 24
* Synthesis area per yosys at 1050 sq um
* Antenna-violating nets left at 0
* Sequence of cells on the critical path: buf_8, and2_4, fa_2, inv_2, fa_1, fa_1, fa_1, inv_2, ha_4, a21oi_2, xnor3_1, xnor3_1
* DR pass1 iterations at 4
* Netlist Area Pre-Place at 1050 sq um
* Logic area at 990 sq um
* CP arrival at 3470 ps
* Routed length per instance at 10.8 um
* Cell taking the most area after synthesis: fa_1
* Max reg flops at 8
* Antenna violations before repair at 0
* Slew HR at 0.831
* Registers, synthesis at 8
* Crit start category: primary input
* Horiz. Die Dim at 100 um
* Setup CP Type: primary input to flop
* Biggest register: c
* Combinational share of power at 0.653
* Async SR Flop Fraction at 0
* Seq/Total Area, Yosys at 0.153
* Synth cell types at 14
* CTS max path bufs at 2
* Outcome: complete, but fails checks
* RSZ-0062 raised after global routing: yes
* Hold WS at 745 ps
* Total net switching power at 251 uW
* Fin crit period at 3370 ps
* Ports at 25
* Cell internal pwr at 568 uW
* Pwr Total at 819 uW
* Clock tree from TritonCTS: built
* EDFF count, synth at 0
* Hold WC Path Type: primary input to flop
* Fmax achieved at 297 MHz
* Ant diodes at 0
* Worst slew pin tran at 252 ps
* Hold buffer count at cts at 0
* Synthesized netlist cell count at 110
* Core outline area at 6280 sq um
* DRC viols at 0
* Area leader share at 0.230
* Max Cap Violations at 0
* Die height at 100 um
area by class of cell:
type | count | share of cell area
multi-input combinational | 82 | 0.565
tap | 77 | 0.0550
clock buffer | 3 | 0.0236
sequential | 8 | 0.0915
inverter | 20 | 0.0429
timing repair buffer | 42 | 0.222
cell families (layout without fill, tap and decap cells):
family / after synthesis / count (layout) / synth area share
AND-OR/OR-AND: 4 / 4 / 0.0239
XOR/XNOR: 14 / 14 / 0.151
adder cells (fa/ha/maj): 28 / 28 / 0.421
buffers and inverters: 20 / 65 / 0.0718
flip-flops: 8 / 8 / 0.153
AND/OR/NAND/NOR: 36 / 36 / 0.179
per-stage QoR:
step / cell area, sq um / utilization / setup TNS, ps / instances
2_1_floorplan: 1080 / - / -489 / 110
3_3_place_gp: 1520 / 0.243 / -3120 / 225
3_5_place_dp: 1520 / 0.243 / -3140 / 225
4_1_cts: 1620 / 0.259 / -686 / 230
5_1_grt: 1750 / 0.279 / -681 / 232
6_report: 1750 / 0.279 / -527 / 232
layer usage:
| layer | track usage | part of all wire | vias to the layer above |
|---|---|---|---|
| met4 | 0.00109 | 0 | 0 |
| met1 | 0.0666 | 0.48 | 377 |
| met2 | 0.0836 | 0.45 | 21 |
| met5 | 0 | 0 | - |
| met3 | 0.0208 | 0.066 | 0 |
| li1 | - | - | 422 |
placed cells by master (no fill, tap or decap):
cell type	count
buf_4	16
nand2_1	13
inv_1	11
clkdlybuf4s50_1	11
ha_4	10
and2_1	9
inv_2	9
fa_1	9
xnor2_1	8
dfxtp_1	8
and2_4	6
buf_6	6
ha_1	5
nand2_2	4
and2_2	3
fa_2	3
clkbuf_8	3
buf_8	3
xnor2_2	2
a21o_1	2
a21oi_2	2
xnor3_1	2
xor2_1	2
buf_2	2
dlygate4sd2_1	2
nand2_4	1
ha_2	1
dlymetal6s2s_1	1
clkbuf_2	1
path summary, 6_finish.rpt:
kind              start      endpoint  slack [ps]  cells after the start
setup / recovery   a[3]  c[7]$_DFF_P_        -370                     12
hold / removal     a[0]  c[0]$_DFF_P_         740                      3
power by group through the flow:
stage | clock network [mW] | registers, mW | logic, mW
CTS | 0.132 | 0.158 | 0.474
global route | 0.140 | 0.162 | 0.602
finish | 0.127 | 0.157 | 0.535
repair_timing:
| action | CTS | global route |
|---|---|---|
| resized | 56 | 34 |
| gates cloned | 0 | 0 |
| endpoints found under the setup margin | 4 | 3 |
| pin swaps | 19 | 19 |
| buffers inserted | 2 | 3 |
Power and IR drop assume default switching activity.
