## /design/flow/design.v

```verilog
`default_nettype none
`timescale 1ns/1ps
module edge_detect (
    input wire              clk,
    input wire              signal,
    output wire             leading_edge_detect
    );
    reg q0, q1, q2;                  
    always @(posedge clk) begin
        q0 <= signal;
        q1 <= q0;
        q2 <= q1;
    end
    assign leading_edge_detect = q1 & (q2 != q1);
endmodule
`default_nettype none
`timescale 1ns/1ps
module frequency_counter #(
    parameter UPDATE_PERIOD = 1200 - 1,
    parameter BITS = 12
)(
    input wire              clk,
    input wire              reset,
    input wire              signal,
    input wire [BITS-1:0]   period,
    input wire              period_load,
    output wire [6:0]       segments,
    output wire             digit,
    output wire [1:0]       dbg_state,       
    output wire [2:0]       dbg_clk_count,   
    output wire [2:0]       dbg_edge_count   
    );
    reg [BITS-1:0] update_period;    
    reg [6:0] edge_counter;          
    reg [BITS-1:0] clk_counter;      
    reg [3:0] ten_count, unit_count;
    reg update_digits;
    wire leading_edge_detect;
    edge_detect edge_detect0 (.clk(clk), .signal(signal), .leading_edge_detect(leading_edge_detect));
    always @(posedge clk) begin
        if(reset)
            update_period   <= UPDATE_PERIOD;
        else if(period_load)
            update_period   <= period;
    end
    localparam STATE_COUNT  = 0;
    localparam STATE_TENS   = 1;
    localparam STATE_UNITS  = 2;
    reg [1:0] state;
    assign dbg_state = state;
    assign dbg_clk_count = clk_counter[BITS-1:BITS-3];
    assign dbg_edge_count = edge_counter[6:4];
    always @(posedge clk) begin
        if(reset) begin
            clk_counter     <= 0;
            edge_counter    <= 0;
            state           <= STATE_COUNT;
            ten_count       <= 0;
            unit_count      <= 0;
            update_digits   <= 0;
        end else begin
            case(state)
                STATE_COUNT: begin
                    update_digits   <= 0;
                    clk_counter <= clk_counter + 1'b1;
                    if(leading_edge_detect)
                        edge_counter <= edge_counter + 1'b1;
                    if(clk_counter >= update_period) begin
                        clk_counter <= 0;
                        ten_count   <= 0;
                        unit_count  <= 0;
                        state       <= STATE_TENS;
                    end
                end
                STATE_TENS: begin
                    if(edge_counter < 7'd10)
                        state <= STATE_UNITS;
                    else begin
                        edge_counter <= edge_counter - 7'd10;
                        ten_count   <= ten_count + 1;
                    end
                end
                STATE_UNITS: begin
                    unit_count      <= edge_counter;
                    update_digits   <= 1'b1;
                    edge_counter    <= 0;
                    state           <= STATE_COUNT;
                end
                default:
                    state           <= STATE_COUNT;
            endcase
        end
    end
    seven_segment seven_segment0 (.clk(clk), .reset(reset), .load(update_digits), .ten_count(ten_count), .unit_count(unit_count), .segments(segments), .digit(digit));
endmodule
`default_nettype none
`timescale 1ns/1ps
module seven_segment (
    input wire          clk,
    input wire          reset,
    input wire          load,
    input wire [3:0]    ten_count,
    input wire [3:0]    unit_count,
    output reg [6:0]    segments,
    output reg          digit
);
    reg [3:0] ten_count_reg;
    reg [3:0] unit_count_reg;
    wire [3:0] decode;
    always @(posedge clk) begin
        if(reset) begin
            digit <= 0;
            ten_count_reg <= 0;
            unit_count_reg <= 0;
        end else begin
            if(load) begin
                ten_count_reg   <= ten_count;
                unit_count_reg  <= unit_count;
            end
            digit <= ! digit;
        end
    end
    assign decode = digit ? ten_count_reg : unit_count_reg;
    always @(*) begin
        case(decode)
            0:  segments = 7'b0111111;
            1:  segments = 7'b0000110;
            2:  segments = 7'b1011011;
            3:  segments = 7'b1001111;
            4:  segments = 7'b1100110;
            5:  segments = 7'b1101101;
            6:  segments = 7'b1111100;
            7:  segments = 7'b0000111;
            8:  segments = 7'b1111111;
            9:  segments = 7'b1100111;
            default:
                segments = 7'b0000000;
        endcase
    end
endmodule
```

## /design/flow/run.sh

```bash
#!/bin/bash
# OpenROAD 26Q1-2900-gdf79404cd8, Yosys 0.63+post, stock flow scripts
make -C /OpenROAD-flow-scripts/flow DESIGN_CONFIG=/design/flow/config.mk WORK_HOME=/design/flow/orfs finish
```

## /design/flow/config.mk

```make
export PLATFORM = sky130hd
export DESIGN_NAME = frequency_counter
export DESIGN_NICKNAME = frequency_counter
export VERILOG_FILES = /design/flow/design.v
export SDC_FILE = /design/flow/constraint.sdc
export NUM_CORES = 4
export LEC_CHECK = 1
export CORE_UTILIZATION = 30
```

## /design/flow/constraint.sdc

```tcl
current_design frequency_counter

set clk_period 3.2
set clk_io_pct 0.2

create_clock -name clk0 -period $clk_period [get_ports {clk}]

set non_clock_inputs [all_inputs -no_clocks]
set_input_delay [expr $clk_period * $clk_io_pct] -clock clk0 $non_clock_inputs
set_output_delay [expr $clk_period * $clk_io_pct] -clock clk0 [all_outputs]
```

==> results.tsv <==
stage	metric	value	unit
floorplan	Die Y	101.9	um
final_layout	Area growth, synth to finish	16.76	%
route	DR vias/cell	4.815	
power	Comb power frac	34.2	%
sta	setup tns final	0	ps
sta	RSZ-0062 raised after global routing	false	
floorplan	Core ar.	9729	um^2
clock_network	Clock Tree Root	clkbuf_8	
route	Vias	2446	
grt	global route overflow	0	
clock_network	total CTS buffers	5	
clock_network	clock latency on the worst-skew pair	310	ps
route	Post-DRT Antenna Nets	0	
logic_synthesis	synth top area cells	dfxtp_1 (36%), ha_1 (11%), mux2i_1 (6.7%)	
power	NetSw	0.0007102	W
outcome	status	finished, final reports clean	
sta	post-layout period usage	94.41	%
worst_setup_path	startpoint type of the worst setup path	flip-flop	
worst_setup_path	RR Endpoint	clk_counter[10]	
min_path	hold path depth	0	
clock_network	clk buf depth	2	
grt	Total Routing Usage GR	12.27	%
clock_network	CTS tree	yes	
min_path	Hold Path Sink	edge_detect0.q1	
route	Wirelength per Cell	11.64	um
final_layout	layout cells sized above 1	7.200	%
worst_setup_path	critical path data arrival time	2380	ps
logic_synthesis	Dominant Register Cell	dfxtp_1	
floorplan	Top Ports	32	
logic_synthesis	Post-synth top cells	dfxtp_1 (54), nand2_1 (33), nor2_1 (32)	
logic_synthesis	Area leader share	36.12	%
final_layout	Final Core Density	35.92	%
job	Max Cap Viol	0	
sta	Layout Skew	9.298	ps
logic_synthesis	Synth warnings	3	
logic_synthesis	cell taking the most area after synthesis	dfxtp_1	
route	final WL	5.914	mm
worst_setup_path	Max FO, Critical Path	7	
clock_network	Worst-path clk slew	100	ps
sta	Slew Viols, Final	0	
worst_setup_path	CP Data Required Time	2560	ps
grt	initial antenna violation count	0	
clock_network	clock sinks	54	
place	RePlAce Congestion	0.7828	
power	switching share of power	36.77	%
power	Pint	0.001221	W
logic_synthesis	Yosys reg bits	54	
place	number of I/O port buffers	31	
floorplan	Die Size	10380	um^2
power	Clk network pwr share	23.8	%
grt	first-pass GRT wire length	10.25	mm
sta	worst hold slack	333.4	ps
logic_synthesis	yosys synthesis chip area	2993	um^2
place	DP Wirelength	4.178	mm
logic_synthesis	Synth Seq Share	36.12	%
logic_synthesis	number of cells in Yosys stat	355	
worst_setup_path	RR Startpoint	clk_counter[9]	
job	Log Warnings	33	
route	DR DRC count	0	
logic_synthesis	ys async rst share	0	%
logic_synthesis	Unique cell types	51	
logic_synthesis	post-synthesis cell count	355	
grt	pin count of the biggest net entering global routing	36	
min_path	Hold Crit Start	edge_detect0.q0	
worst_setup_path	WS Path Type	reg2out	
power	total power	0.001931	W
power	Leakage	1.401	nW
sta	max_slew headroom	50.80	%
logic_synthesis	Post-synth EDFFs	0	
clock_network	htree depth	2	
logic_synthesis	synthesized area	2993	um^2
worst_setup_path	R2R Setup Slk	710	ps
floorplan	FP Util	30.76	%
route	ant diodes	0	
floorplan	Horiz. Die Dim	101.9	um
sta	fmax	331.0	MHz
route	First DRT Iteration DRCs	96	
min_path	Hold Crit Class	reg2reg	
final_layout	largest registers	clk_counter: 12 flops, update_period: 12 flops, edge_counter: 7 flops	
power	Peak supply drop	0.0002425	V
floorplan	FP Rows	36	
power	sequential fraction of design power	42.0	%
logic_synthesis	most common cell in the netlist	dfxtp_1	
sta	min Tclk post-route	3021	ps
worst_setup_path	Worst setup EP type	output port	
route	DR pass1 iterations	4	
sta	measured slew at the worst slew-check pin	734.7	ps
worst_setup_path	worst-case reg-to-reg path depth	8	
grt	number of global-route vias before repair	2225	
power	PD cells	552.6	nW/um^2
sta	final setup violation count	0	
logic_synthesis	Mean Syn Cell Area	8.431	um^2
sta	Final Hold Violation Tally	0	
==> per-layer routing <==
layer  routed length [um]  share of wire, %  GRT usage (%)
met3                  189               3.2          1.878
met5                    0                 0              0
met2                 2569                43          19.02
met1                 3076                52          18.99
met4                   78               1.3          1.429
==> layout make-up <==
class | count | area (um^2)
fillers | 1000 | 6235
well taps | 133 | 166.4
inverters | 23 | 86.33
repair buffers | 35 | 340.3
clock buffers | 6 | 72.57
multi-input cells | 255 | 1710
clock inverters | 2 | 37.54
flip-flops and latches | 54 | 1081
==> per-stage QoR <==
step           instance area [um^2]  std cells  setup slack [ps]
2_1_floorplan                  2993        355              1081
6_report                       3495        508             178.9
5_1_grt                        3495        508             5.026
4_1_cts                        3487        508             109.7
3_5_place_dp                   3377        500             458.6
3_3_place_gp                   3377        500             577.0
==> cell usage in the layout, fill, tap and decap left out, drive strengths merged, types with 2 or more instances in the layout <==
cell and count:
a211oi 3, a21o 6, a21oi 28, a22oi 2, a311oi 2, a31oi 2, and2 2, and3 2
buf 4, clkbuf 6, clkdlybuf4s50 31, dfxtp 54, ha 26, inv 23, mux2i 20, nand2 33
nand2b 2, nand3 14, nand4 7, nor2 33, nor2b 2, nor3 4, nor3b 2, o211ai 9
o21a 2, o21ai 27, o22ai 5, o311ai 2, or2 2, or3 3, xnor2 4
==> power by group through the flow <==
stage         combinational (W)  sequential (W)  clock (W)
finish                 0.000659        0.000812   0.000460
CTS                    0.000653        0.000813   0.000477
global route           0.000747        0.000828   0.000504
==> logic make-up after synthesis <==
family / count (synthesis) / share of synthesized area [%]
AOI/OAI and AO/OA: 94 / 19.98
xor gates and xnor gates: 5 / 1.463
adders and majority gates: 26 / 10.87
muxes: 21 / 7.065
DFF: 54 / 36.12
and+or+nand+nor: 109 / 17.52
buffers and inverters: 46 / 6.982
==> worst max path at each step <==
stage	startpoint	endpoint	slack (ps)	cells past startpoint
after CTS	seven_segment0.digit	segments[3]	110	7
after global routing	seven_segment0.digit	segments[3]	5	7
final	seven_segment0.digit	segments[3]	180	7
==> critical path: stages (launching register included) <==
cell and delay (ps):
dfxtp_1 540, mux2i_2 410, inv_1 120, ha_1 210
nor2_1 120, a21oi_1 50, o21ai_0 150, clkdlybuf4s50_1 480
==> timing repair <==
item | CTS | global route
hold buffers | 0 | 0
resized | 0 | 2
buffers inserted | 0 | 0
setup endpoints to repair | 0 | 2
endpoints found under the hold margin | 0 | 0
Power and IR drop assume default switching activity.
