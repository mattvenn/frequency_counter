**flow/design.v**
```verilog
`default_nettype none
module divider (
    input wire clk,
    input [7:0] a,
    input [7:0] b,
    output reg [7:0] c
);
    always @(posedge clk)
        c <= a / b;
endmodule
```
**flow/run.sh**
```bash
#!/bin/bash
# OpenROAD 26Q1-2900-gdf79404cd8, Yosys 0.63+post, stock flow scripts
make -C /OpenROAD-flow-scripts/flow DESIGN_CONFIG=/design/flow/config.mk WORK_HOME=/design/flow/orfs finish
```
**flow/config.mk**
```make
export PLATFORM = sky130hd
export DESIGN_NAME = divider
export DESIGN_NICKNAME = divider
export VERILOG_FILES = /design/flow/design.v
export SDC_FILE = /design/flow/constraint.sdc
export NUM_CORES = 4
export LEC_CHECK = 1
export CORE_AREA = 10 10 97 97
export DIE_AREA = 0 0 107 107
```
**flow/constraint.sdc**
```tcl
current_design divider

set clk_period 12.7
set clk_io_pct 0.2

create_clock -name clk0 -period $clk_period [get_ports {clk}]

set non_clock_inputs [all_inputs -no_clocks]
set_input_delay [expr $clk_period * $clk_io_pct] -clock clk0 $non_clock_inputs
set_output_delay [expr $clk_period * $clk_io_pct] -clock clk0 [all_outputs]
```
==> results.ini <==
[final_timing]
hold_violations = 0
tightest_slew_ns = 0.443
fin_crit_ns = 12.15
finalCritPeriodShare = 0.956
slew-limit-headroom = 0.702
slew_viol_final = 0
setup_viol = 0
fmax_mhz = 82.3

[die]
die_y_um = 107
fp_util = 0.254
top_level_ports = 25
fp-row-count = 31
die_w_um = 107
die-area_mm2 = 0.0114
core_area_mm2 = 0.00729

[cells_and_area]
area_growth_syn_to_layout_pct = 32.3
top_register = c
largest_reg_flops = 8
final_area_mm2 = 0.00245
reg.largest.list = c (8)
fin_util = 0.336
drive_gt1_frac = 0.221

[clock_network]
cts-buffers-inserted = 3
clk_pin_slew_ns = 0.04
cts_buffer_depth = 2
ctsHoldBuffers = 0
cts_tree = done
cts_max_level = 1
cts_root_buf = clkbuf_8
cts.sinks = 8

[critical_path]
critPathArrivalTime_ns = 12.25
slowest_stage = a2111oi_4
worstSetupEndpointType = flip-flop
required_ns = 12.80
cp_max_fo = 7
crit_path_start = b[6]
path_common_cell = ha_1
cpPeakStageDelay_ns = 0.50
worstSetupPathType = in2reg
startpoint_type = input pin

[yosys]
dominantRegCellSynth = dfxtp_1
syn_avg_cell_area_um2 = 8.06
synth_area_mm2 = 0.00185
edf_count = 0
syn_inst = 230
yosysCellCount = 230
yosysWarnings = 1
yosys-stat-area_mm2 = 0.00185
top_area_frac = 0.250
top_cells_by_area = ha_1, dfxtp_1, inv_1
ys_types = 57
ys_seq_share = 0.0864
synth_area_leader_cell = ha_1
ys.flops = 8
async_reset_ff_frac = 0

[global_routing]
grt_max_degree = 11
grt_pass1_vias = 1641
globalRouteOverflowTotal = 0
grt_pass1_wl_um = 7760
antenna_found_initial = 0
grt_usage = 0.0792

[route]
drc = 0
drt_iter0_markers = 33
antenna_left = 0
num_vias = 1768
routed_wl_um = 4720
n_antenna_cell = 0
wl_per_cell_um = 12.7
vias_per_cell = 4.78
drt_first_pass_iters = 4

[run]
drv_cap = 0
tool_warnings = 26

[hold_path]
min_path_type = in2reg
worstHoldStart = b[1]

[outcome]
status = finished clean

[placement]
gp_congestion = 0.833
placed_area_mm2 = 0.00229
port_buffers = 24
dp_hpwl_um = 4030

[pwr]
vdd_drop_max_v = 0.0000257
leakage_nw = 1.07
power.density_cell_area_mw_per_mm2 = 75.2

worst max-delay path: cells and delay by family:
family	cells	cell delay, ns
buffers and inverters	6	1.29
muxes	3	0.93
adders and majority gates	7	2.00
and+or+nand+nor	4	0.66
AOI/OAI and AO/OA	23	4.81
synthesized netlist by cell type, types with 6 or more instances:
| cell | number |
|---|---|
| nand2_1 | 13 |
| nor2_1 | 17 |
| a21oi_1 | 11 |
| nor3_1 | 7 |
| or2_2 | 6 |
| o21ai_0 | 11 |
| inv_1 | 18 |
| or3_1 | 6 |
| dfxtp_1 | 8 |
| mux2i_1 | 6 |
| xnor2_1 | 7 |
| o21a_1 | 8 |
| ha_1 | 37 |
report_power, final:
group          internal, mW  total, mW  switching [mW]
clock                0.0205     0.0295         0.00909
sequential           0.0278     0.0282        0.000487
combinational        0.0627      0.127          0.0641
cells in the final DEF, fill, tap and decap left out, types with 3 or more instances in the layout:
cell             count
o21ai_2              3
clkbuf_8             3
buf_4               19
a21oi_2              3
nand2b_1             3
a31oi_1              3
o21a_1               8
o21ai_0              9
or2_2                6
a21oi_1              8
inv_1               17
xor2_1               3
mux2i_1              5
or3_1                6
ha_1                37
xnor2_1              7
nor3_1               7
nor2b_1              3
nor2_1              17
nand2_1             12
o211ai_1             4
mux2_2               4
dfxtp_1              8
a21o_1               4
clkdlybuf4s50_1     24
repair_timing:
item                                    in CTS  in global routing
gates cloned                                 0                  1
resized                                      1                 16
endpoints found under the setup margin       1                  1
pin swaps                                    1                  5
setup buffers                                1                  5
metrics by stage:
step | instances | hold slack, ns | power, mW | TNS (ns) | setup slack [ns]
floorplan | 230 | 2.62 | 0.115 | 0 | 0.841
global placement | 360 | 3.18 | 0.146 | -0.247 | -0.247
detailed placement | 360 | 3.17 | 0.147 | -0.268 | -0.268
CTS | 364 | 2.95 | 0.179 | 0 | 0.0278
global route | 370 | 2.96 | 0.204 | -0.0360 | -0.0360
finish | 370 | 2.94 | 0.185 | 0 | 0.555
metal layers:
layer	GRT usage	wire length (um)	share of wire	vias to the layer above
li1	-	-	-	945
met5	0	0	0	-
met2	0.125	2010	0.43	22
met3	0.0109	116	0.025	4
met1	0.115	2560	0.54	797
met4	0.00774	24	0.0051	0
cells by family (layout without fill, tap and decap cells):
group	count (synthesis)	count (layout)	share of synthesized area
simple gates	69	69	0.196
buf+inv	25	65	0.0540
mux	11	11	0.0648
flops	8	8	0.0864
xor+xnor	10	10	0.0472
fa+ha+maj	37	37	0.250
compound gates	70	71	0.302
path summary, 6_finish.rpt:
| path | to | slack [ns] | cells past startpoint |
|---|---|---|---|
| max | c[0] | 0.55 | 43 |
| min | c[7] | 2.94 | 2 |
final cells by class:
cell class	count	area [um2]
Clock buffer	3	41.3
Fill cell	779	4840
Inverter	19	76.3
Multi-Input combinational cell	198	1670
Sequential cell	8	160
Tap cell	99	124
Timing Repair Buffer	43	383
Power figures rest on the tool's default switching activity, not on a simulated workload.
